`design/flow/design.v`:
```
module array_multiplier(PRODUCT, A, B, clk);
 output reg signed [7:0] PRODUCT;
 input signed [3:0] A, B;
 input clk;
 reg [1:0] temp;
 integer i;
 reg e;
 reg [3:0] B1;
 initial
 begin
 PRODUCT = 8'd0;
 e = 1'b0;
 i = 0;
 B1 = -B;
 end
 always @(posedge clk)
 begin
 temp = { A[i], e };
 case(temp)
 2'd2 : PRODUCT[7:4] = PRODUCT[7:4] + B1;
 2'd1 : PRODUCT[7:4] = PRODUCT[7:4] + B;
 endcase
 PRODUCT = PRODUCT >> 1;
 PRODUCT[7] = PRODUCT[6];
 e=A[i];
 i = i + 1;
 end
endmodule
```
`design/flow/run.sh`:
```
#!/bin/bash
# OpenROAD 26Q1-2900-gdf79404cd8, Yosys 0.63+post, stock flow scripts
make -C /OpenROAD-flow-scripts/flow DESIGN_CONFIG=/design/flow/config.mk WORK_HOME=/design/flow/orfs finish
```
`design/flow/config.mk`:
```
export PLATFORM = sky130hd
export DESIGN_NAME = array_multiplier
export DESIGN_NICKNAME = array_multiplier
export VERILOG_FILES = /design/flow/design.v
export SDC_FILE = /design/flow/constraint.sdc
export NUM_CORES = 4
export LEC_CHECK = 1
export CORE_AREA = 10 10 85 85
export DIE_AREA = 0 0 95 95
```
`design/flow/constraint.sdc`:
```
current_design array_multiplier

set clk_period 4.3
set clk_io_pct 0.2

create_clock -name clk0 -period $clk_period [get_ports {clk}]

set non_clock_inputs [all_inputs -no_clocks]
set_input_delay [expr $clk_period * $clk_io_pct] -clock clk0 $non_clock_inputs
set_output_delay [expr $clk_period * $clk_io_pct] -clock clk0 [all_outputs]
```
==> results.txt <==
Notes on the flow run.

- The flow ran to the end, and the final reports show no timing, DRC or antenna violations.
- The synthesized netlist cell count is 47, for reference.
- The number of enable flip-flop cells is 1, for reference.
- For reference, the placement row count at floorplan is 27.
- In this run the tool buffered the top-level ports with 16 buffer cells.
- The proportion of register bits with asynchronous set or reset after synthesis is 0, for reference.
- Per STA, the worst path is made up of clkdlybuf4s50_1 -> mux2i_1 -> a211oi_1 -> o21ai_1 -> ha_1 -> mux2_2 -> ha_1 -> a21o_1 -> a21oi_1 -> xnor3_1 -> nor2_1.
- The number of cell instances on the worst register-to-register path is 9, for reference.
- At the pin with the least slew margin, the transition time is 223.5 ps.
- The overall power is 448.7 µW, for reference.
- TritonCTS built the clock tree.
- The arrival time reported for the critical path endpoint is 3200 ps, for reference.
- The number of warning messages in the logs is 25, for reference.
- The post-synthesis cell type with the largest instance count is sky130_fd_sc_hd__dfxtp_1, for reference.
- The capture point of the worst register-to-register path is recorded as PRODUCT[6]$_DFFE_PN_.
- Post-CTS repair changed the size of 0 cells.
- The critical path is of the input port to flop type.
- The global-route usage over all layers is 0.02862, for reference.
- The post-layout utilization of the core is 0.1546, for reference.
- The insertion delay at the late pin of the worst-skew pair is 230 ps, for reference.
- The critical path in the final layout is reported with a setup slack of 1192 ps.
- Of the total power, the clock network draws 0.263.
- The number of cells in Yosys stat is 47, for reference.
- The critical path maximum fanout is 3.
- The timing report shows the most common cell along the critical path to be sky130_fd_sc_hd__ha_1.
- The buffer type at the clock tree root is sky130_fd_sc_hd__clkbuf_8, for reference.
- The placeable core region is approximately 0.0055 mm², for reference.
- The setup clock skew after layout is 1.410 ps, for reference.
- Dividing the detail-routed wire length by the instance count gives a little over 9 µm.
- The overall via count from detail_route is between 300 and 400, for reference.
- The clock sink total is 12, for reference.
- For this run, the leading register cell type out of synthesis is sky130_fd_sc_hd__dfxtp_1.
- The die covers around 0.009 mm².
- The cell family contributing the most delay on the critical path is AND-OR/OR-AND gates.
- The total of fill cells in the finished design is ~610, for reference.
- The switching part of the total is 0.2387, for reference.
- Post-route period utilization is reported as 0.7229.
- The first-pass GRT wire length is 2076 µm, for reference.
- Setup repair after global routing left no endpoint under its margin.
- The via count of the first global-routing pass is roughly 430.
- A synthesized cell averages between 10 and 15 µm².
- The first detailed-routing pass took 2 iterations.
- The ratio of cells with drive above 1 in the final layout is 0.1212, for reference.
- In the routed design, unresolved DRC markers number 0.
- The worst setup path is captured at a flop.
- Detailed-route iteration 0 reported a violation count of 17.
- The instance count on the critical path is 11, for reference.
- Per the final report, max-transition violations number 0.
- The area share of the leading cell type in the synthesized netlist is 0.4018, for reference.
- The clock passes through at most 2 buffers.
- The number of vias per cell after detailed routing is 2.746, for reference.
- The antenna diode count is 0, for reference.
- The share of total power dissipated in sequential elements is 0.391.
- The internal power of the cells is 341.6 µW, for reference.
- The signed area change from the synthesized netlist to the final layout is 54.34%, for reference.
- The startpoint of the worst setup timing path is A[3], for reference.
- The worst slew slack as a fraction of its limit is 0.8510, for reference.
- The worst flop-to-flop path startpoint is i[0]$_DFF_P_, for reference.
- The pin count of the biggest net entering global routing is 8, for reference.
- The netlist uses 20 different library cells.
- IR analysis of the VDD net gives a maximum drop of between 0.15 and 0.2 mV.
- By area the synthesized netlist is led by sky130_fd_sc_hd__dfxtp_1 (40%), sky130_fd_sc_hd__ha_1 (14%), sky130_fd_sc_hd__mux2_2 (8.2%), sky130_fd_sc_hd__edfxtp_1 (5.5%), sky130_fd_sc_hd__xnor2_1 (4.8%).
- The H-tree depth is 1, for reference.
- The final layout reports a setup TNS of 0 ps.
- The type of element launching the critical path is an input port, for reference.
- The die height is 95 µm, for reference.
- The yosys warning tally is 1, for reference.
- The number of maximum-capacitance violations recorded for the run is 0.
- Final hold analysis gives a worst-case slack of 354.3 ps.
- Buffers inserted to repair hold after CTS numbered 0.
- At the end of routability-driven placement, the weighted congestion stood at 0.7456.
- The initial antenna violation count is 0, for reference.
- The area reported by Yosys stat is 548.0 µm², for reference.
- The required time at the worst-slack endpoint is between 4000 and 5000 ps, for reference.
- On the reported timing paths, the clock transition at the registers reads 50 ps.
- The end point of the critical path is PRODUCT[6]$_DFFE_PN_, for reference.
- The total wire length is 1256 µm, for reference.
- Dividing total power by cell area gives a power density of 530.5 mW/mm².
- The largest area contributor in the synthesized netlist is sky130_fd_sc_hd__dfxtp_1, for reference.
- The floorplan step records an initial core utilization of 0.1001.
- Ranked by instance count, the synthesized netlist is headed by sky130_fd_sc_hd__dfxtp_1 (11), sky130_fd_sc_hd__ha_1 (6), sky130_fd_sc_hd__inv_1 (5).
- In this run the horizontal extent of the chip is 95 µm.
- The combinational fraction of design power is 0.347, for reference.
- Together, buffers and inverters on the worst path number 1.
- For this run, the final setup violation count is recorded as 0.
- Clock tree synthesis inserted a total of 3 buffers.
- Across all register-to-register paths, the minimum setup slack is 1730 ps.
- For reference, the final report shows the hold violation count at 0.
- The leakage dissipation is 0.3476 nW, for reference.
- STA on the placed design reports a worst setup slack of 950.8 ps.
- The overflow left after global routing is 0, for reference.
- The sequential fraction of the synthesis area is 0.4566, for reference.
- The tally of nets with antenna violations remaining after routing is 0, for reference.
- The mapped netlist covers between 500 and 600 µm².
- The tightest min-delay check is of the flop to flop type.
- The number of ports placed on the die boundary is 17, for reference.
- For the finished layout, the period the worst path requires is 3108 ps.
- The number of instances on the worst hold path is 0, for reference.
- In this design, the stage delay of the slowest critical-path cell is between 400 and 500 ps.
- The maximum operating frequency is 0.3217 GHz, for reference.
- In this run the post-CTS setup repair buffer count came out at 0.
- Per the OpenROAD power report, switching power amounts to about 110 µW.
- The timing report shows that the slowest cell on the worst path is sky130_fd_sc_hd__clkdlybuf4s50_1.
- The post-synthesis register bit count is 12, for reference.
[logic make-up after synthesis]
logic type / Yosys count / share of synthesized area
AND-OR/OR-AND: 5 / 0.05478
XOR/XNOR: 6 / 0.1210
multiplexers: 5 / 0.1005
flip-flops: 12 / 0.4566
buffers and inverters: 6 / 0.04795
adder cells (fa/ha/maj): 7 / 0.1735
AND/OR/NAND/NOR: 6 / 0.04564
[placed cells by master (no fill, tap or decap), drive strengths merged]
cell type | synthesis | routed
clkdlybuf4s50 | 0 | 16
dfxtp | 11 | 11
ha | 6 | 6
inv | 5 | 5
mux2 | 4 | 4
clkbuf | 0 | 4
nor2 | 3 | 3
xnor2 | 3 | 3
xor2 | 2 | 2
o21ai | 2 | 2
edfxtp | 1 | 1
mux2i | 1 | 1
a211oi | 1 | 1
nand2 | 1 | 1
nand3 | 1 | 1
nor3 | 1 | 1
a21o | 1 | 1
a21oi | 1 | 1
xnor3 | 1 | 1
fa | 1 | 1
[sequential cells by signal (all words and copies together) (netlist names)]
register,cells
e,1
i,4
PRODUCT,7
[worst min-delay path by stage]
stage | start | endpoint | slack (ps)
CTS | PRODUCT[2]$_DFF_P_ | PRODUCT[1]$_DFF_P_ | 360
finish | PRODUCT[1]$_DFF_P_ | PRODUCT[0]$_DFF_P_ | 350
global route | PRODUCT[1]$_DFF_P_ | PRODUCT[0]$_DFF_P_ | 370
[layout make-up]
cell class	instances	area, µm²	area share
repair buffers	16	160.2	0.1893
multi-input cells	29	271.5	0.3210
well taps	72	90.09	0.1065
clock buffers	4	55.05	0.06509
inverters	5	18.77	0.02219
flip-flops and latches	12	250.2	0.2959
[through the flow]
stage	std cells	instance area, µm²
finish	138	845.8
global route	138	845.8
CTS	138	845.8
detailed placement	134	790.8
global placement	134	790.8
floorplan	47	548.0
[power by group through the flow]
stage         logic, mW  registers (mW)  clock network (mW)
CTS               0.160           0.175               0.122
global route      0.177           0.181               0.128
finish            0.156           0.175               0.118
[routing by layer]
| layer | GRT usage | vias up | wire (µm) |
|---|---|---|---|
| li1 | - | 195 | - |
| met1 | 0.03533 | 171 | 554 |
| met2 | 0.04748 | 11 | 609 |
| met3 | 0.008013 | 2 | 71 |
| met4 | 0.008728 | 0 | 21 |
| met5 | 0 | - | 0 |
Power figures rest on the tool's default switching activity, not on a simulated workload.
