File: flow/config.mk
export PLATFORM = sky130hd
export DESIGN_NAME = booth_multiplier
export DESIGN_NICKNAME = booth_multiplier
export VERILOG_FILES = /design/flow/design.v
export SDC_FILE = /design/flow/constraint.sdc
export NUM_CORES = 4
export LEC_CHECK = 1
export CORE_AREA = 10 10 84 84
export DIE_AREA = 0 0 94 94
File: flow/constraint.sdc
current_design booth_multiplier

set clk_period 9.1
set clk_io_pct 0.2

create_clock -name clk0 -period $clk_period

set non_clock_inputs [all_inputs -no_clocks]
set_input_delay [expr $clk_period * $clk_io_pct] -clock clk0 $non_clock_inputs
set_output_delay [expr $clk_period * $clk_io_pct] -clock clk0 [all_outputs]
File: flow/design.v
module booth_multiplier(PRODUCT, A, B);
output reg signed [7:0] PRODUCT;
input signed [3:0] A, B;
reg [1:0] temp;
integer i;
reg e;
reg [3:0] B1;
always @(A,B)
begin
PRODUCT = 8'd0;
e = 1'b0;
B1 = -B;
for (i=0; i<4; i=i+1)
begin
temp = { A[i], e };
case(temp)
2'd2 : PRODUCT[7:4] = PRODUCT[7:4] + B1;
2'd1 : PRODUCT[7:4] = PRODUCT[7:4] + B;
endcase
PRODUCT = PRODUCT >> 1;
PRODUCT[7] = PRODUCT[6];
e=A[i];
end
end
endmodule
File: flow/run.sh
#!/bin/bash
# OpenROAD 26Q1-2900-gdf79404cd8, Yosys 0.63+post, stock flow scripts
make -C /OpenROAD-flow-scripts/flow DESIGN_CONFIG=/design/flow/config.mk WORK_HOME=/design/flow/orfs finish
==> changes_impl.md <==
## Flow update

- Commonest Layout Cell: clkdlybuf4s50_1
- Fmax: 0.116 GHz
- RSZ-0062 raised after global routing: no
- Critical Path AT: about 7 ns
- Headroom to the max-slew limit: 0.665
- Top-area cell share: 0.200
- Crit path largest cell delay: 0.56 ns
- Pre-Repair DR Iteration Count: 4
- Crit start category: input pin
- Worst Hold Class: input pin to output port
- Top delay family on crit path: simple AND/OR/NAND/NOR gates
- Final Hold Vio Count: 0
- Die Y: approximately 94 µm
- Post-Syn Area per Cell: 8.06 µm²
- Area leader, netlist: ha_1
- Die Width: 94 µm
- Antenna diode count: 0
- Site row count: 26
- Flop count: 0
- Layout area overhead: 33.1%
- Via count: around 670
- Crit path DRT: between 7 and 8 ns
- Clock period minus worst slack: just under 9 ns
- Initial drt markers: 14
- Number of global-route vias before repair: between 600 and 700
- Core Box Area: ~0.0052 mm²
- Buf+Inv Stages, Crit Path: 4
- Outcome: complete, no violations
- Crit Path Class: input pin to output port
- Setup bufs post-CTS: 0
- CP Capture Type: output port
- Sequential share of the synthesized area: 0
- Vias per Instance: 3.73
- CP Cell Sequence: clkdlybuf4s50_1 -> or4_1 -> nand3_1 -> inv_1 -> ha_1 -> a21oi_1 -> or4b_4 -> a32oi_4 -> inv_1 -> ha_1 -> a21oi_1 -> xnor3_1 -> nor2b_1 -> xnor2_1 -> ha_1 -> a21oi_1 -> xnor2_1 -> nor2_1 -> xor2_1 -> clkdlybuf4s50_1
- P per Cell Area: approximately 120 mW/mm²
- Peak VDD IR: 0.0523 mV
- Final setup vio count: 0
- Initial antenna violation count: 0
- Share of cells above drive strength 1: 0.138
- First-pass GRT wire length: ~3100 µm
- Antenna viol nets, final: 0
- Synth Instances: between 90 and 100
- DRC: 0
- Post-Syn Area: around 750 µm²
- Register area: 0 µm²
- Yosys Chip Area: between 700 and 800 µm²
- Buffers on Ports: 16
- Worst-path maximum fanout: 8
- Slew Viols, Final: 0
- Drt total wl: ~1700 µm
- Post-CTS Hold Buffers: 0
- DR WL/cell: between 9 and 10 µm
- GR Overflow Total: 0
- Largest net degree at the start of global routing: 9
- Worst-margin pin slew: around 0.5 ns
- Maxcap violations: 0
- GRT Resource Usage Total: 0.0416
- Gr busiest metal: met2
- Met1 usage: 0.0548
- Crit-path slowest cell: or4_1
- Met3 Usage GRT: 0.00969
- Most common logic cells in the final layout: clkdlybuf4s50_1, inv_1, ha_1
- P_leak: 0.454 nW
- Logic area: 682 µm²
- Cell total in the yosys stat output: about 93
- CLK BUF: 0
- Top cells by area: ha_1, mux2_2, fa_1, xnor2_1, xor2_1
- Setup TNS: 0 ns
- Hold Crit Depth: 4
- Io pins: 16
- Fillcell total: 588
- Final Util: 0.192
- Log Warnings: 32
- Init Core Util: 0.144
- Levels on crit path: 20
- RD Place Congestion: approximately 0.81
- Fin cells: 179
- Dpl hpwl: around 1600 µm
- Met2 usage: 0.0714
- Fin crit share: 0.950
- Synth warn: 1
- Distinct lib cells used: 27
- Cts repair resizes: 0
- DP Cell Count: ~180
- Chip Area: just under 0.009 mm²
## cells by family after synthesis
kind of cell / Yosys count / synth area share
compound gates: 16 / 0.164
mux: 8 / 0.120
fa+ha+maj: 15 / 0.280
simple gates: 26 / 0.175
xor+xnor: 13 / 0.170
buf+inv: 15 / 0.0901
## per-layer routing
layer  vias to the layer above  part of all wire
li1                        353                 -
met1                       303              0.47
met2                        12              0.48
met3                         0             0.055
met4                         0                 0
met5                         -                 0
## per-stage QoR
stage	power [mW]	hold slack [ns]	area, µm²	setup WS, ns
2_1_floorplan	0.0766	3.67	749	1.53
3_3_place_gp	0.125	4.78	997	0.430
3_5_place_dp	0.126	4.78	997	0.393
4_1_cts	0.127	4.78	997	0.388
5_1_grt	0.141	4.83	997	0.00531
6_report	0.122	4.76	997	0.453
## power breakdown
group | internal (mW) | leakage (nW) | switching, mW
Combinational | 0.0751 | 0.454 | 0.0473
Clock | 0 | 0 | 0
Sequential | 0 | 0 | 0
## layout make-up
| type | instances | area share |
|---|---|---|
| inverter | 12 | 0.0452 |
| multi-input combinational | 78 | 0.684 |
| tap | 70 | 0.0878 |
| timing repair buffer | 19 | 0.183 |
## path summary, 6_finish.rpt
| check | to | slack, ns | from |
|---|---|---|---|
| setup / recovery | PRODUCT[7] | 0.45 | B[1] |
| hold / removal | PRODUCT[1] | 4.76 | A[0] |
## cells in the mapped netlist, drive strengths merged
library cell,number
ha,12
inv,12
nor2,10
mux2,8
nand2,6
xnor2,6
xor2,6
a21oi,4
a21o,3
fa,3
o21ai,3
a31oi,2
and2,2
buf,2
nand3,2
o31ai,2
or4b,2
a32oi,1
clkbuf,1
nor2b,1
nor3,1
o211a,1
or2,1
or4,1
xnor3,1
Power figures rest on the tool's default switching activity, not on a simulated workload.
