==> /design/flow/design.v <==
module alu (
  input [31:0] a, b,
  input [3:0] sel,
  output reg [31:0] result,
  output reg carryout
);
always @(*) begin
  case (sel)
    0: result = a + b;  
    1: result = a - b;  
    2: result = a & b;  
    3: result = a | b;  
    4: result = a ^ b;  
    5: result = ~a;  
    6: result = a << b;  
    7: result = a >> b;  
    8: result = a * b;  
    9: result = a / b;  
    default: result = 0;  
  endcase
end
always @(*) begin
  if (result[31]) begin
    carryout = 1;
  end else begin
    carryout = 0;
  end
end
endmodule
module alu_tb;
reg [31:0] a, b;
reg [3:0] sel;
wire [31:0] result;
wire carryout;
alu dut (a, b, sel, result, carryout);
initial begin
end
always #10 begin
  a = 32;
  b = 32;
  sel = 0;
  #10;
end
endmodule
==> /design/flow/run.sh <==
#!/bin/bash
# OpenROAD 26Q1-2900-gdf79404cd8, Yosys 0.63+post, stock flow scripts
make -C /OpenROAD-flow-scripts/flow DESIGN_CONFIG=/design/flow/config.mk WORK_HOME=/design/flow/orfs finish
==> /design/flow/config.mk <==
export PLATFORM = sky130hd
export DESIGN_NAME = alu
export DESIGN_NICKNAME = alu
export VERILOG_FILES = /design/flow/design.v
export SDC_FILE = /design/flow/constraint.sdc
export NUM_CORES = 4
export LEC_CHECK = 1
export CORE_UTILIZATION = 30
==> /design/flow/constraint.sdc <==
current_design alu

set clk_period 433.3
set clk_io_pct 0.2

create_clock -name clk0 -period $clk_period

set non_clock_inputs [all_inputs -no_clocks]
set_input_delay [expr $clk_period * $clk_io_pct] -clock clk0 $non_clock_inputs
set_output_delay [expr $clk_period * $clk_io_pct] -clock clk0 [all_outputs]
==> metrics.yaml <==
critical_path:
  arrival_ns: 173.42
  crit_top_cell: "ha_1"
  critPathBufInv: 22
  worstSetupStartpointType: "input port"
  crit_slowest_cell: "clkdlybuf4s50_1"
  path_max_fanout: 41
  crit_type: "in2out"
  crit_family: "AND-OR/OR-AND gates"
  cp-end-kind: "primary output"
  crit_path_max_incr_delay_ns: 0.95
  crit_required_ns: 346.64
cts:
  cts_resized: 0
  postCtsHoldBufs: 0
  post_cts_buffers: 0
pwr:
  p_switching_w: 0.0002389
  vdd_drop_max_mv: 0.02479
  p_leak_nw: 25.60
  p_sw_frac: 0.6258
  cellPowerDensity_nw_per_um2: 6.971
  intPower_w: 0.0001428
  power.total_w: 0.0003817
synthesis:
  yosysChipArea_um2: 50620
  yosysCellCount: 7169
  synthDistinctLibCells: 104
  yosys.area.top_type: "ha_1"
  syn_area_um2: 50620
  yosysWarnings: 1
  syn_area_per_cell_um2: 7.061
  synthCells: 7169
  top_area_frac: 0.1854
  area_leaders: "ha_1, fa_1, nand2_1, nor2_1, a21oi_1"
  ys_seq_frac: 0
timing:
  timing.hold.ws_ns: 174.77
  grt_setup_unrepaired: "false"
  setup_viol_count_final: 0
  fin_crit_sh: 0.6002
  fmax_ghz: 0.003845
  finalHoldViolCount: 0
  min_period_ns: 260.08
  tightest_slew_ns: 1.276
  setup_ws_ns: 173.22
  fin_tns_setup_ns: 0
  finalMaxSlewViolations: 0
  relSlewSlack: 0.1417
die:
  io_pins: 101
  chipHeight_um: 412.8
  rows: 150
  die_w_um: 412.8
  coreArea_um2: 167400
  fp_util: 0.3024
  die_area_um2: 170400
global_routing:
  grt_util_all_layers: 0.2913
  grt_pass1_vias: 52350
  grt_overflow_total: 0
  antenna_found_initial: 15
  grt_max_degree: 64
  grt_pass1_wl_um: 356600
final_layout:
  regArea_um2: 0
  lay_top_cells: "nand2_1, nor2_1, ha_1"
  syn2layout_area_growth_pct: 8.179
  drive_gt1_frac: 0.06313
  clockBufferCount: 0
  nFillCells: 17790
  layout_top_cell: "nand2_1"
  combGateArea_um2: 46950
  flop-count: 0
routing:
  drt_iter0_markers: 5225
  wl_per_cell_um: 26.30
  antenna_left: 0
  vias: 54850
  viasPerCell: 5.862
  wl_um: 246000
  drt-pass1-iter-count: 10
  route.detailed.drc: 0
placed_design:
  port_buffers: 101
  dp_hpwl_um: 192600
  place_congestion: 1.097
  dp_slack_ns: 175.45
outcome:
  status: "complete, no violations"
job:
  cap_viol_max_count: 0
  tool_warnings: 69
min_path:
  hold_path_class: "in2out"
Yosys cell counts (15+ instances only):
master / count
nand2_1: 951
o21ai_0: 359
nand4_1: 56
or4_1: 15
a211oi_1: 76
a21o_1: 163
or2_2: 46
o31ai_1: 48
inv_1: 657
nor2_1: 753
o31a_1: 15
a2111oi_0: 24
nand2b_1: 74
nor3_1: 179
nand3_1: 136
a211o_1: 17
fa_1: 409
o21bai_1: 35
o21a_1: 117
mux2_2: 87
xor2_1: 176
o211ai_1: 71
or3_1: 42
a221oi_1: 39
buf_1: 59
ha_1: 750
nor4_1: 28
a31oi_1: 87
buf_2: 16
xnor2_1: 295
a21oi_1: 523
and2_1: 42
a31o_2: 24
o22ai_1: 20
clkbuf_1: 252
a21boi_0: 31
o221ai_1: 40
and4_1: 21
mux2i_1: 43
and3_1: 54
nor2b_1: 73
area by class of cell:
class	count	share of cell area
multi-input cells	6171	0.8573
inverters	667	0.04583
repair buffers	306	0.04615
well taps	2204	0.05036
diodes	8	0.0003656
worst paths after layout:
path	startpoint	end	slack, ns	depth (start not counted)
min	b[4]	result[2]	174.77	6
max	b[31]	result[0]	173.22	299
per-stage QoR:
step	util	area [µm²]	std cells
floorplan	-	50620	7169
global placement	0.3270	54740	9348
detailed placement	0.3270	54740	9348
CTS	0.3270	54740	9348
global route	0.3270	54740	9349
finish	0.3271	54760	9356
routing by layer:
metal | global-route usage | routed length (µm) | vias up | part of all wire
met4 | 0.1336 | 14140 | 16 | 0.057
met1 | 0.3968 | 101500 | 26190 | 0.41
met3 | 0.09042 | 27930 | 651 | 0.11
li1 | - | - | 25060 | -
met5 | 0 | 117 | - | 0.00048
met2 | 0.4231 | 102400 | 2939 | 0.42
cells by family (layout without fill, tap and decap cells):
| family | Yosys count | after routing | synth area share |
|---|---|---|---|
| AND/OR/NAND/NOR | 2528 | 2528 | 0.2254 |
| AND-OR/OR-AND | 1883 | 1883 | 0.2434 |
| other | 0 | 8 | 0 |
| multiplexers | 130 | 130 | 0.02786 |
| buffers and inverters | 998 | 973 | 0.07477 |
| adder cells (fa/ha/maj) | 1159 | 1159 | 0.3471 |
| XOR/XNOR | 471 | 471 | 0.08149 |
Power is estimated from default activity; no workload was simulated.
